==> design.v <==
module vga_control (
	input wire clock,
	output reg [18:0]mem_add,
	output reg vga_hsync,
	output reg vga_vsync,
	output vga_sync,
	output reg vga_blank,
	output vga_clock);
	assign vga_sync = 0;  
	assign vga_clock = ~clock;
	parameter hres 	= 640;
	parameter hsync	= 96;
	parameter hfront	= 16;
	parameter hback 	= 48;
	parameter htotal	= hfront+hsync+hback+hres;
	parameter vres = 480;
	parameter vsync = 2;
	parameter vfront = 10;
	parameter vback = 33;
	parameter vtotal	= vfront+vsync+vback+vres;
	integer hcount, vcount;
	initial begin
		hcount = 0;
		vcount = 0;
	end
	always @(posedge clock) begin
		if ((hcount < (hres + hfront)) || (hcount > (hres + hfront + hsync))) vga_hsync <= 1'b1;  
		else vga_hsync <= 1'b0;
		if ((vcount < (vres + vfront)) || (vcount > (vres + vfront + vsync))) vga_vsync <= 1'b0;  
		else vga_vsync <= 1'b1;
		if (hcount == htotal) begin  
			hcount = 0;
			vcount = vcount + 1;
		end
		if (vcount == vtotal -1) begin  
			hcount = 0;
			vcount = 0;
		end
		if ((hcount <= hres) && (vcount <= vres)) begin  
			mem_add <= ((vcount * hres) + hcount);
			vga_blank <= 1'b1;
		end
		else vga_blank <=1'b0;
		hcount = hcount + 1;  
	end
endmodule
==> run.sh <==
#!/bin/bash
# OpenROAD 26Q1-2900-gdf79404cd8, Yosys 0.63+post, stock flow scripts
make -C /OpenROAD-flow-scripts/flow DESIGN_CONFIG=/design/flow/config.mk WORK_HOME=/design/flow/orfs finish
==> config.mk <==
export PLATFORM = sky130hd
export DESIGN_NAME = vga_control
export DESIGN_NICKNAME = vga_control
export VERILOG_FILES = /design/flow/design.v
export SDC_FILE = /design/flow/constraint.sdc
export NUM_CORES = 4
export LEC_CHECK = 1
export CORE_UTILIZATION = 30
==> constraint.sdc <==
current_design vga_control

set clk_period 10.1
set clk_io_pct 0.2

create_clock -name clk0 -period $clk_period [get_ports {clock}]

set non_clock_inputs [all_inputs -no_clocks]
set_input_delay [expr $clk_period * $clk_io_pct] -clock clk0 $non_clock_inputs
set_output_delay [expr $clk_period * $clk_io_pct] -clock clk0 [all_outputs]
==> results_dict.tcl <==
# flow metrics
set metrics [dict create \
    seq_power_share_pct 52.0 \
    drv_slew 0 \
    setup-tns-final_ns 0 \
    root_buffer "clkbuf_16" \
    setup_viol 0 \
    ctsHoldBuffers 0 \
    drc 0 \
    worstMarginPinSlew_ns 0.686 \
    clkPwrFrac_pct 48.0 \
    gp_congestion 0.882 \
    wl_per_cell_um 13.7 \
    total_power_uw 672 \
    min_path_cells 1 \
    chipArea_um2 18200 \
    cp_max_fo 8 \
    grtUsageMet1_pct 21.1 \
    diodes 0 \
    cp-start-kind "clock port" \
    pwr-share-comb_pct 0 \
    run_status "finished clean" \
    endpoint_kind "primary output" \
    busiest_layer "met1" \
    slew_headroom_pct 54.1 \
    area_delta_synth_final_pct 12.6 \
    cpMaxStageDelayCell "clkdlybuf4s50_1" \
    edf_count 19 \
    holdCritPathClass "flop to flop" \
    synth_cells 599 \
    cp.required_ns 8.08 \
    ys_seq_share_pct 36.0 \
    finClkSkew_ns 0.00793 \
    yosys-stat-area_um2 5310 \
    switching_power_uw 147 \
    die_w_um 135 \
    crit_top_cell "clkbuf_16" \
    warnings 29 \
    firstDrtPassIters 4 \
    p_sw_share_pct 21.9 \
    grt_first_pass_wirelength_um 19200 \
    synth_cell_type_count 56 \
    drive_gt1_share_pct 6.19 \
    fp_util_pct 30.7 \
    coreArea_um2 17300 \
    logic_area_um2 3170 \
    use_met2_pct 20.3 \
    num_vias 4120 \
    leakage_nw 2.35 \
    register_area_um2 1910 \
    grt_use_total_pct 13.4 \
    cts.repair.resized 0 \
    antenna_found_initial 0 \
    irDropWorstVdd_mv 0.0768 \
    rows 48 \
    post_cts_buffers 0 \
    cts_buffer_depth 2 \
    detailed_place_hpwl_um 8440 \
    critical_path.max_stage_delay_ns 0.45 \
    portBuffers 23 \
    cts_made_buffers 9 \
    fillCellCount 1756 \
    route.final.wire_length_um 11500 \
    reg2regPathDepth 23 \
    synth_area_um2 5310 \
    synthArstFlopShare_pct 0 \
    grt_use_met3_pct 1.42 \
    clk_latency_ns 0.35 \
    mostFrequentLayoutCell "dfxtp_1" \
    grt_max_degree 53 \
    flop_cell "dfxtp_1" \
    cts_max_level 3 \
    syn_area_per_cell_um2 8.87 \
    path_class "clock port to primary output" \
    die_height_um 135 \
    grt_pass1_vias 3716 \
    yosysWarnings 1 \
    final_hold_viol_count 0 \
    cts_tree "done" \
    yosys_cells 599 \
    pin_count 25 \
    grt_overflow_total 0 \
    layout_top_cells "dfxtp_1, nor2_1, xnor2_1, nand2_1, xor2_1" \
    drt_iter0_drc 330 \
    cellPowerDensity_nw_per_um2 112 \
    arrival_ns 5.89 \
    grt_setup_unrepaired "no" \
    maxCapViolCount 0 \
    final_util_pct 34.6 \
    avgViaCountPerCell 4.91 \
    p_int_uw 525 \
    ys.flops 86 \
    clkTransAtPathRegs_ns 0.06 \
    ant_nets 0 \
    crit_chain "clkbuf_16 > clkbuf_16 > inv_1 > clkdlybuf4s50_1" \
]
==> kinds of logic after synthesis <==
kind of cell | share of synthesized area [%]
fa+ha+maj | 8.29
other cells | 0.0706
mux | 1.39
xor+xnor | 13.8
flops | 36.0
buf+inv | 4.33
compound gates | 7.61
simple gates | 28.5
==> worst max-delay path: cells and delay by family <==
| kind | cells | cell delay, ns |
|---|---|---|
| buf+inv | 4 | 0.84 |
==> stage by stage <==
step	cells	hold WS [ns]	cell area (um2)	setup WS [ns]
3_3_place_gp	823	0.487	5710	2.57
2_1_floorplan	599	0.445	5310	3.02
5_1_grt	839	0.524	5980	2.12
4_1_cts	839	0.510	5980	2.16
6_report	839	0.518	5980	2.19
3_5_place_dp	823	0.491	5710	2.57
==> layer usage <==
| metal | up-vias | wire length [um] |
|---|---|---|
| li1 | 2143 | - |
| met1 | 1862 | 5790 |
| met2 | 96 | 4990 |
| met3 | 19 | 448 |
| met4 | 0 | 284 |
| met5 | - | 0 |
==> worst paths after layout <==
path	from	to	slack [ns]
worst max-delay path	clock	vga_clock	2.19
worst min-delay path	vcount[15]	vcount[15]	0.52
worst max register to register	hcount[5]	mem_add[18]	3.25
worst min register to register	vcount[15]	vcount[15]	0.52
==> flip-flops by register name, indices dropped and copies added (netlist names) <==
register   flops
vcount        32
vga_vsync      1
vga_blank      1
vga_hsync      1
hcount        32
mem_add       19
==> power by group through the flow <==
stage     clock network, mW  registers (mW)   logic, mW
5_1_grt               0.347           0.349   0.0000244
6_report              0.323           0.349  0.00000552
4_1_cts               0.332           0.349  0.00000893
==> synthesized netlist by cell type (all sizes together), types with 2 or more instances <==
| master | instances | area share [%] |
|---|---|---|
| dfxtp | 67 | 25 |
| nor2 | 65 | 4.6 |
| xnor2 | 45 | 7.4 |
| nand2 | 41 | 2.9 |
| xor2 | 39 | 6.4 |
| nand3 | 37 | 3.5 |
| ha | 32 | 7.5 |
| a21oi | 21 | 2.0 |
| inv | 21 | 1.5 |
| nor3 | 21 | 2.1 |
| nand4 | 20 | 2.4 |
| nor4 | 20 | 3.4 |
| clkbuf | 19 | 1.3 |
| edfxtp | 19 | 11 |
| nor2b | 17 | 2.0 |
| and3 | 12 | 1.4 |
| and4 | 11 | 1.8 |
| buf | 9 | 1.5 |
| o21ai | 8 | 0.75 |
| and2 | 6 | 0.71 |
| a21o | 5 | 0.71 |
| a31oi | 5 | 0.59 |
| nand2b | 5 | 0.59 |
| o21bai | 5 | 0.71 |
| or2 | 5 | 0.59 |
| mux2i | 4 | 0.75 |
| nor4b | 4 | 0.66 |
| o21a | 4 | 0.57 |
| or4 | 4 | 0.57 |
| mux2 | 3 | 0.64 |
| nor3b | 3 | 0.42 |
| a211oi | 2 | 0.28 |
| a31o | 2 | 0.33 |
| fa | 2 | 0.75 |
| o31ai | 2 | 0.28 |
==> area by class of cell <==
| type | instances | share of cell area (%) |
|---|---|---|
| inverters | 20 | 1.26 |
| clock inverters | 7 | 0.816 |
| clock buffers | 11 | 4.00 |
| multi-input cells | 464 | 53.1 |
| well taps | 225 | 4.71 |
| flip-flops and latches | 86 | 32.0 |
| repair buffers | 26 | 4.18 |
Power is estimated from default activity; no workload was simulated.
